--- design/flow/design.v ---
module alu(
    input  [31:0] srcA,
    input  [31:0] srcB,
    input  [2:0]  alu_control,
    output reg [31:0] alu_out   
);
always @(*) 
begin
    case(alu_control)
    3'b000: alu_out = srcA & srcB;
    3'b001: alu_out = srcA | srcB;
    3'b010: alu_out = srcA + srcB;
    3'b100: alu_out = srcA - srcB;
    3'b101: alu_out = srcA * srcB;
    3'b110: 
      begin
        if (srcA < srcB) alu_out = 32'hFFFFFFFF;
        else  alu_out =32'b0;
      end
    default: alu_out = 32'b0;  
    endcase
end
 endmodule
--- design/flow/run.sh ---
#!/bin/bash
# OpenROAD 26Q1-2900-gdf79404cd8, Yosys 0.63+post, stock flow scripts
make -C /OpenROAD-flow-scripts/flow DESIGN_CONFIG=/design/flow/config.mk WORK_HOME=/design/flow/orfs finish
--- design/flow/config.mk ---
export PLATFORM = sky130hd
export DESIGN_NAME = alu
export DESIGN_NICKNAME = alu
export VERILOG_FILES = /design/flow/design.v
export SDC_FILE = /design/flow/constraint.sdc
export NUM_CORES = 4
export LEC_CHECK = 1
export CORE_UTILIZATION = 30
--- design/flow/constraint.sdc ---
current_design alu

set clk_period 27.1
set clk_io_pct 0.2

create_clock -name clk0 -period $clk_period

set non_clock_inputs [all_inputs -no_clocks]
set_input_delay [expr $clk_period * $clk_io_pct] -clock clk0 $non_clock_inputs
set_output_delay [expr $clk_period * $clk_io_pct] -clock clk0 [all_outputs]
==> run_results.csv <==
group,metric,value,unit
status,status,"complete, no violations",
final_timing,fmax,0.0516,GHz
finish,drive_gt1_share,4.10,%
route,dr_total_vias,17300,
clock_tree,post_cts_resize_count,0,
worst_setup_path,crit_path_end_kind,"output pin",
final_timing,hold_violations,0,
route,ant_nets,0,
logic_synthesis,netlist_instances,2437,
finish,final_cells,3344,
global_route,grt_max_degree,39,
place,dp_cells,3344,
floorplanning,top_level_ports,99,
finish,final_core_util,33.8,%
floorplanning,dieArea,0.0670,mm2
finish,ff_latch_area,0,um2
logic_synthesis,syn_area_per_cell,8.12,um2
worst_setup_path,critPathKind,"primary input to output pin",
final_timing,period_used_share,71.5,%
final_timing,max_slew_margin,39.1,%
logic_synthesis,syn_area,0.0198,mm2
hold_path,hp-class,"primary input to output pin",
route,post_drt_wl_per_cell,23.1,um
final_timing,rsz0062_at_grt,"false",
worst_setup_path,required,21680,ps
final_timing,setup_tns,0,ps
floorplanning,rows,93,
logic_synthesis,largest_area_cell,"fa_1",
floorplanning,fp_util,30.5,%
finish,syn_to_final_growth,10.7,%
clock_tree,cts_setup_buffers,0,
final_timing,finalSetupViolations,0,
clock_tree,cts_hold_buf,0,
floorplanning,core-area,0.0648,mm2
place,dpl.hpwl,62500,um
logic_synthesis,yosysUniqueCellTypes,86,
final_timing,maxSlewViolCount,0,
route,drt-initial-drc-count,1131,
place,port_buffers,99,
global_route,grt_pass1_wl,118000,um
route,routed_via_density,5.17,
worst_setup_path,crit_arrival,13950,ps
logic_synthesis,top_cells_by_area,"fa_1, ha_1, inv_1",
worst_setup_path,worstSetupStartpointType,"primary input",
finish,flops,0,
hold_path,hold_start,"alu_control[1]",
route,num_antenna_cells,0,
floorplanning,die_w,259,um
worst_setup_path,startpoint,"srcB[6]",
global_route,grt_pass1_vias,18500,
job,warnings,96,
logic_synthesis,ys_seq_share,0,%
logic_synthesis,ys_area,0.0198,mm2
finish,clock_buffers,0,
hold_path,hold_depth,4,
worst_setup_path,path_max_fanout,12,
logic_synthesis,ys_cells,2437,
final_timing,worstMarginPinSlew,911,ps
final_timing,min_period,19370,ps
route,wirelength,77200,um
place,gp_congestion,1.05,
job,max_cap_viol_count,0,
route,drc_errors,0,
global_route,grtUsageTotal,24.9,%
logic_synthesis,common_cells,"inv_1, fa_1, nor2_1, nand2_1, ha_1",
floorplanning,die_h,259,um
logic_synthesis,most_common_cell,"inv_1",
logic_synthesis,synth_warnings,1,
route,first_pass_iters,6,
global_route,overflow,0,
logic_synthesis,synth_top_area_share,41.5,%
global_route,antenna_found_initial,1,
-- final timing paths --
kind,end,slack (ps)
max,alu_out[28],7730
min,alu_out[0],12160
-- per-stage QoR --
step                worst slack [ps]  instance area [um2]  hold slack [ps]
finish                          7730                21900            12160
global route                    7340                21900            12200
CTS                             7780                21900            12150
detailed placement              7790                21900            12150
global placement                7880                21900            12150
floorplan                       9530                19800            11150
-- critical path: stages --
cell             delay (ps)
clkdlybuf4s50_1         700
inv_1                   470
buf_4                   330
nor2_1                   90
fa_1                    560
fa_1                    440
fa_1                    510
inv_1                    50
fa_1                    470
inv_1                    50
fa_1                    490
fa_1                    580
fa_1                    430
fa_1                    450
ha_1                    380
a21o_1                  200
a21o_1                  160
a21oi_1                 190
nor3b_1                 290
o31ai_1                 200
o31a_1                  290
o21a_1                  220
o21ai_1                 190
nand3_1                 110
o211ai_1                180
clkdlybuf4s50_1         510
-- placed cells by master (no fill, tap or decap), types with 12 or more instances in the layout --
cell type,instances
fa_1,410
clkinv_1,13
a31oi_1,14
xnor2_1,69
buf_4,66
xor2_1,23
nand3_1,12
o21ai_1,12
a221o_1,12
o211ai_1,22
a21o_1,26
ha_1,219
a21oi_1,84
o21ai_0,46
nor3_1,19
inv_1,456
clkdlybuf4s50_1,99
o22ai_1,14
nand2b_1,15
nand2_1,274
nor2_1,381
o21bai_1,16
-- metal layers --
| layer | global-route usage [%] | part of all wire (%) |
|---|---|---|
| met5 | 0 | 0 |
| met4 | 9.04 | 4.8 |
| met1 | 33.0 | 39 |
| met3 | 11.7 | 13 |
| met2 | 36.2 | 43 |
-- logic make-up (layout without fill, tap and decap cells) --
kind of cell	Yosys count	in the layout	synth area share, %
AOI/OAI and AO/OA	349	349	12.6
xor gates and xnor gates	92	92	4.07
adders and majority gates	629	629	55.4
buffers and inverters	588	640	11.3
muxes	12	12	0.614
and+or+nand+nor	767	767	16.1
-- area by class of cell --
cell class | count | area [um2]
fill | 6807 | 42900
inverter | 475 | 1780
multi-input combinational | 1849 | 17600
tap | 855 | 1070
timing repair buffer | 165 | 1490
