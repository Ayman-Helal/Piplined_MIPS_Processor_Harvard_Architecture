--- flow/constraint.sdc ---
current_design Decode_stage

set clk_period 12.6
set clk_io_pct 0.2

create_clock -name clk0 -period $clk_period [get_ports {clkD}]

set non_clock_inputs [all_inputs -no_clocks]
set_input_delay [expr $clk_period * $clk_io_pct] -clock clk0 $non_clock_inputs
set_output_delay [expr $clk_period * $clk_io_pct] -clock clk0 [all_outputs]
--- flow/design.v ---
module Decode_stage(
    input  wire [31:0] instrD,
    input  wire [31:0] PCPlus4D,
    input  wire        ForwardAD,
    input  wire        ForwardBD,
    input  wire        clkD,
    input  wire        rstD,
    input  wire        RegwriteW,
    input  wire [31:0] AluOutM_D,
    input  wire [31:0] ResultW,
    input  wire [4:0]  WriteRegW,
    output wire [5:0]  OPCode,
    output wire [5:0]  Funct,
    output wire        EqualD,
    output wire [31:0] OUT1,
    output wire [31:0] OUT2,
    output wire [4:0]  RsD,
    output wire [4:0]  RtD,
    output wire [4:0]  RdD,
    output wire [31:0] SignlmmD,
    output wire [31:0] PCBranchD,
    output wire [31:0] PCjumpD
);
wire [31:0] shout;
wire [27:0] shout2;
wire [31:0] RD1_D,RD2_D;
assign RsD = instrD [25:21];
assign RtD = instrD [20:16];
assign RdD = instrD [15:11];
assign OPCode = instrD [31:26];
assign Funct = instrD [5:0];
assign PCjumpD = {PCPlus4D[31:28],shout2};
Register_File Register_File_D (
     .A1(instrD[25:21]),
     .A2(instrD[20:16]),
     .A3(WriteRegW),
     .WD3(ResultW),
     .RST_RegFile(rstD),
     .CLK_RegFile(clkD),
     .WE3(RegwriteW),
     .RD1(RD1_D),
     .RD2(RD2_D)
);
mux2 mux2_D1(
    .sel(ForwardAD),
    .IN1(RD1_D),
    .IN2(AluOutM_D),
    .out(OUT1)
);
mux2 mux2_D2(
    .sel(ForwardBD),
    .IN1(RD2_D),
    .IN2(AluOutM_D),
    .out(OUT2)
);
equality equality_D(
    .R1(OUT1),
    .R2(OUT2),
    .EqualD(EqualD)
);
sign_extend sign_extend_D (
    .Instr(instrD[15:0]),
    .SignlmmD(SignlmmD)
);
shift_two shift_two_D (
    .IN(SignlmmD),
    .OUT(shout)
);
adder adder_D (
   .PCPlus4D(shout),
   .shifted_signal(PCPlus4D),
   .PCBranchD(PCBranchD)
);
shif_wid shif_wid_D (
    .IN(instrD [25:0]),
    .OUT(shout2)
);
endmodule
module Register_File (
    input      [ 4:0] A1,A2,A3,
    input      [31:0] WD3,
    input             RST_RegFile,CLK_RegFile,WE3,
    output wire  [31:0] RD1,RD2
);
reg [31:0] RegFile [31:0];
integer i;
always@ (negedge CLK_RegFile , negedge RST_RegFile )
begin
    if(!RST_RegFile)
    begin  
        for (i=0; i<32; i=i+1)
        begin
            RegFile[i] = 32'b0;
        end
    end
     else if(WE3)
    begin
        RegFile[A3] <= WD3;
    end
end
   assign  RD1  = RegFile[A1];
   assign  RD2  = RegFile[A2];
endmodule
module adder(
input wire [31:0]PCPlus4D,
input wire [31:0]shifted_signal,
output wire [31:0]PCBranchD
);
assign PCBranchD = shifted_signal + PCPlus4D ;
endmodule
module equality(
input wire [31:0]R1,
input wire [31:0]R2,
output wire EqualD
);
assign EqualD = (R1==R2);
endmodule
module mux2
#(parameter WIDTH1 =32,
parameter WIDTH2 =32,
parameter WIDTH3 = 32
)
(
input wire sel,
input wire [WIDTH1-1:0] IN1,
input wire [WIDTH2-1:0] IN2,
output wire [WIDTH3-1:0] out
);
reg [WIDTH3-1:0] out_reg;
assign out = out_reg;
always @ (*)
begin
if(sel)
begin
out_reg = IN2; 
end 
else
begin 
out_reg = IN1;
end 
end 
endmodule
module shif_wid(
    input [25:0] IN,
    output reg [27:0] OUT
);
always @(*) begin
    OUT= {IN,2'b00};
end
endmodule 
module shift_two
#(
parameter WIDTH =32
)
(
input wire [WIDTH-1:0] IN,
output wire [WIDTH-1:0] OUT
);
assign OUT = IN << 2;
endmodule
module sign_extend(
input wire [15:0]Instr,
output wire [31:0]SignlmmD
);
wire [15:0]extend_signal;
assign extend_signal = {16{Instr[15]}};
assign SignlmmD = {extend_signal,Instr};
endmodule
--- flow/run.sh ---
#!/bin/bash
# OpenROAD 26Q1-2900-gdf79404cd8, Yosys 0.63+post, stock flow scripts
make -C /OpenROAD-flow-scripts/flow DESIGN_CONFIG=/design/flow/config.mk WORK_HOME=/design/flow/orfs finish
--- flow/config.mk ---
export PLATFORM = sky130hd
export DESIGN_NAME = Decode_stage
export DESIGN_NICKNAME = Decode_stage
export VERILOG_FILES = /design/flow/design.v
export SDC_FILE = /design/flow/constraint.sdc
export NUM_CORES = 4
export LEC_CHECK = 1
export CORE_UTILIZATION = 50
==> ci_impl_report.md <==
## Synthesis and layout report

| Metric | Value |
|---|---|
| CP Max Fanout | `2` |
| Pwr Total | `0.00962 W` |
| Setup Crit Path Kind | `reg2out` |
| Ys cells | `5812` |
| Dominant logic cell type in the layout | `nand3_1` |
| Core Util, Final | `0.579` |
| Core footprint | `115000 um2` |
| Setup violations, final | `1` |
| Synth Cell Area | `58300 um2` |
| Largest net degree at the start of global routing | `118` |
| Fin Clk Skew | `0 ns` |
| CTS tree | `yes` |
| Initial antenna violation count | `13` |
| Reg2reg start | `Register_File_D.RegFile[24][5]` |
| DR pass1 iterations | `6` |
| Largest reg by FF count | `Register_File_D.RegFile` |
| Post-synth EDFFs | `0` |
| Commonest flop | `dfrtn_1` |
| Hold Crit Endpoint | `Register_File_D.RegFile[23][31]` |
| Vias | `53900` |
| DR vias/cell | `7.34` |
| Drt initial violations | `5644` |
| Routed len/inst | `35.7 um` |
| Final Hold Vio Count | `0` |
| Vias in the first global route | `53800` |
| Yosys stat area | `58300 um2` |
| Hold Path Origin | `Register_File_D.RegFile[23][31]` |
| Fin cells | `7347` |
| Biggest regs | `Register_File_D.RegFile: 1024 flops` |
| Worst reg2reg setup slack | `11.49 ns` |
| Leakage power of the design | `28.2 nW` |
| Placer Congestion | `1.01` |
| Die span in y | `344 um` |
| Die Width | `344 um` |
| Fin worst setup slack | `-0.0338 ns` |
| DRC viols | `0` |
| Hold WC Path Type | `reg2reg` |
| Placed cells | `7136` |
| Routed Antenna Nets | `0` |
| VDD IR max | `133 uV` |
| Max Transition Viols Final | `0` |
| Run status | `complete, but fails checks` |
| First-pass GRT wire length | `379 mm` |
| Ratio of cells with drive above 1 in the final layout | `0.267` |
| Worst-path clk slew | `0.04 ns` |
| Startpoint types | `flop` |
| Slew @ Worst Pin | `1.16 ns` |
| Setup WS pre-CTS | `-0.264 ns` |
| Die area | `118000 um2` |
| H-Tree Depth | `3` |
| Grt ovf | `0` |
| Synth Seq Share | `0.439` |
| Skew-Pair Late Insertion Delay | `0.66 ns` |
| Row count | `124` |
| Clock buffer count from CTS | `112` |
| # port buffers | `307` |
| Root buf cell | `clkbuf_16` |
| Worst path required time | `10.08 ns` |
| DP HPWL | `145 mm` |
| Violated checks | `setup timing` |
| Unrepaired setup endpoints after global routing | `false` |
| Routed Wire Length | `262 mm` |
| Area delta synth->final | `14.0%` |
| Syn. warnings | `4` |
| Overall fraction of global-route tracks in use | `0.468` |
| I/O Pins | `326` |
| Hold Path Stages | `1` |
| Unique cell types | `79` |
| Max clock buf depth | `3` |
| Most frequent cells in the layout | `nand3_1 (1547), mux2_2 (1025), dfrtn_1 (1024)` |
| CTS hold repair buffers | `0` |
| P per Cell Area | `145 nW/um2` |
| Synth flops | `1024` |
| Max Cap Viol | `0` |
| Nature of the critical path endpoint | `output port` |
| Max_slew headroom | `0.225` |
| Worst R2R Path Depth | `2` |
| Post-synthesis async set-or-reset flop share | `1.00` |
| CTS sink cnt | `1024` |
| Fp util | `0.507` |
| FF-to-FF End | `Register_File_D.RegFile[24][5]` |
| CP Data Arrival Time | `10.11 ns` |
| Syn_area_per_cell | `10.0 um2` |
| Max reg flops | `1024` |
| Instance count of the mapped netlist | `5812` |
| OpenROAD warning count | `35` |
## worst max-delay path by stage
| stage | from | to | slack [ns] | cells after the start |
|---|---|---|---|---|
| CTS | Register_File_D.RegFile[24][5] | EqualD | 0.05 | 11 |
| global route | Register_File_D.RegFile[11][0] | EqualD | 0.0003 | 11 |
| finish | Register_File_D.RegFile[24][5] | EqualD | -0.03 | 11 |
## power by group
group | leakage, nW | switching (W) | internal (W) | total, W
Sequential | 13.1 | 0.000520 | 0.00399 | 0.00451
Combinational | 13.2 | 0.000866 | 0.000836 | 0.00170
Clock | 1.84 | 0.00143 | 0.00198 | 0.00341
Total | 28.2 | 0.00281 | 0.00681 | 0.00962
## cell usage after synthesis (46+ instances only)
cell type | instances | share of area
mux2_2 | 1025 | 0.20
nor3_1 | 46 | 0.0039
buf_1 | 130 | 0.0084
nor2_1 | 112 | 0.0072
nand2_1 | 97 | 0.0062
dfrtn_1 | 1024 | 0.44
clkbuf_1 | 294 | 0.019
a32oi_1 | 90 | 0.014
buf_4 | 98 | 0.013
nand3_1 | 1549 | 0.13
buf_2 | 189 | 0.016
nand4_1 | 402 | 0.043
and3_1 | 61 | 0.0065
nor4_1 | 64 | 0.0069
a32o_1 | 46 | 0.0079
## what timing repair did
item,in CTS,in global routing
pin swaps,11,10
setup buffers,2,1
gates resized,16,21
endpoints found under the setup margin,1,1
## area by class of cell
type / count / area, um2
fillers: 9634 / 48500
multi-input cells: 4054 / 29800
flip-flops and latches: 1024 / 25600
repair buffers: 538 / 5440
clock buffers: 170 / 3340
well taps: 1512 / 1890
clock inverters: 33 / 394
inverters: 11 / 41.3
diodes: 5 / 12.5
## metrics by stage
step | area, um2 | setup TNS, ns | hold WS (ns)
3_5_place_dp | 62600 | -0.264 | 0.471
6_report | 66500 | -0.0338 | 0.470
5_1_grt | 66500 | 0 | 0.489
4_1_cts | 66400 | 0 | 0.471
2_1_floorplan | 58300 | 0 | 0.450
3_3_place_gp | 62600 | -0.354 | 0.464
## worst max-delay path, stage by stage (launching register included)
cell and delay [ns]:
dfrtn_1 0.65, nand3_2 0.13, a211o_4 0.40, nand4_1 0.11
nor4_2 0.06, a211o_1 0.32, o211ai_1 0.11, nand4_1 0.31
or4_4 0.61, nor4_4 0.17, buf_4 0.19, buf_2 0.10
## metal layers
metal | vias to the layer above | GRT usage | share of wire
met5 | - | 0.00321 | 0.0012
met4 | 20 | 0.237 | 0.071
met3 | 1198 | 0.280 | 0.17
met2 | 4283 | 0.623 | 0.40
met1 | 26700 | 0.610 | 0.35
li1 | 21700 | - | -
## cells by family (layout without fill, tap and decap cells)
family,count (synthesis),after routing,synth area share
and+or+nand+nor,2531,2531,0.232
muxes,1025,1025,0.198
DFF,1024,1024,0.439
buffers and inverters,735,752,0.0593
AOI/OAI and AO/OA,440,440,0.0610
adders and majority gates,30,30,0.00656
xor gates and xnor gates,26,26,0.00390
other,1,7,0.0000643
Power figures rest on the tool's default switching activity, not on a simulated workload.
